[flow/design.v]
`timescale 1ns / 1ps
module Traffic_Light_Controller(
input clk,rst,
    output reg [2:0]light_M1,
    output reg [2:0]light_S,
    output reg [2:0]light_MT,
    output reg [2:0]light_M2
    );
    parameter  S1=0, S2=1, S3 =2, S4=3, S5=4,S6=5;
    reg [3:0]count;
    reg[2:0] ps;
    parameter  sec7=7,sec5=5,sec2=2,sec3=3;
    always@(posedge clk or posedge rst)
        begin
        if(rst==1)
        begin
        ps<=S1;
        count<=0;
        end
        else
            case(ps)
                S1: if(count<sec7)
                        begin
                        ps<=S1;
                        count<=count+1;
                        end
                    else
                        begin
                        ps<=S2;
                        count<=0;
                        end
                S2: if(count<sec2)
                        begin
                        ps<=S2;
                        count<=count+1;
                        end
                    else
                        begin
                        ps<=S3;
                        count<=0;
                        end
                S3: if(count<sec5)
                        begin
                        ps<=S3;
                        count<=count+1;
                        end
                    else
                        begin
                        ps<=S4;
                        count<=0;
                        end
                S4:if(count<sec2)
                        begin
                        ps<=S4;
                        count<=count+1;
                        end
                    else
                        begin
                        ps<=S5;
                        count<=0;
                        end
                S5:if(count<sec3)
                        begin
                        ps<=S5;
                        count<=count+1;
                        end
                    else
                        begin
                        ps<=S6;
                        count<=0;
                        end
                S6:if(count<sec2)
                        begin
                        ps<=S6;
                        count<=count+1;
                        end
                    else
                        begin
                        ps<=S1;
                        count<=0;
                        end
                default: ps<=S1;
                endcase
            end   
            always@(ps)    
            begin
                case(ps)
                    S1:
                    begin
                       light_M1<=3'b001;
                       light_M2<=3'b001;
                       light_MT<=3'b100;
                       light_S<=3'b100;
                    end
                    S2:
                    begin 
                       light_M1<=3'b001;
                       light_M2<=3'b010;
                       light_MT<=3'b100;
                       light_S<=3'b100;
                    end
                    S3:
                    begin
                       light_M1<=3'b001;
                       light_M2<=3'b100;
                       light_MT<=3'b001;
                       light_S<=3'b100;
                    end
                    S4:
                    begin
                       light_M1<=3'b010;
                       light_M2<=3'b100;
                       light_MT<=3'b010;
                       light_S<=3'b100;
                    end
                    S5:
                    begin
                       light_M1<=3'b100;
                       light_M2<=3'b100;
                       light_MT<=3'b100;
                       light_S<=3'b001;
                    end
                    S6:
                    begin 
                       light_M1<=3'b100;
                       light_M2<=3'b100;
                       light_MT<=3'b100;
                       light_S<=3'b010;
                    end
                    default:
                    begin 
                       light_M1<=3'b000;
                       light_M2<=3'b000;
                       light_MT<=3'b000;
                       light_S<=3'b000;
                    end
                    endcase
            end                
endmodule
[flow/config.mk]
export PLATFORM = sky130hd
export DESIGN_NAME = Traffic_Light_Controller
export DESIGN_NICKNAME = Traffic_Light_Controller
export VERILOG_FILES = /design/flow/design.v
export SDC_FILE = /design/flow/constraint.sdc
export NUM_CORES = 4
export LEC_CHECK = 1
export CORE_AREA = 10 10 75 75
export DIE_AREA = 0 0 85 85
[flow/run.sh]
#!/bin/bash
# OpenROAD 26Q1-2900-gdf79404cd8, Yosys 0.63+post, stock flow scripts
make -C /OpenROAD-flow-scripts/flow DESIGN_CONFIG=/design/flow/config.mk WORK_HOME=/design/flow/orfs finish
[flow/constraint.sdc]
current_design Traffic_Light_Controller

set clk_period 2.1
set clk_io_pct 0.2

create_clock -name clk0 -period $clk_period [get_ports {clk}]

set non_clock_inputs [all_inputs -no_clocks]
set_input_delay [expr $clk_period * $clk_io_pct] -clock clk0 $non_clock_inputs
set_output_delay [expr $clk_period * $clk_io_pct] -clock clk0 [all_outputs]
==> run summary <==
yosys + openroad results -> FF-to-FF End count[0]$_DFFE_PP0P_, post-synthesis instance area 673 sq um, EDFF count, synth 0, core footprint 4060 sq um, post-DR vias/cell 4.28, P&R area growth vs syn 34.6%, shortest period the worst path allows 2030 ps, Final Power 0.405 mW, first-pass GRT wire length 2750 microns, Yosys reg bits 10, CTS root buf clkbuf_8, Critical Path AT 1610 ps, Die Ht 85 microns, Synth top area share 33.5%, starting DRC count in detailed routing 49, post-route ant nets 0, wire length after detailed routing 1720 microns, crit end category primary output, final hold viol count 0, Worst-path clk slew 50 ps, static leakage 0.417 nW, largest net degree at the start of global routing 12, clock sink count 10, chip area 7230 sq um, Vias 604, setup slack, reg-to-reg 410 ps, CTS tree built, Synth cell types 32, status complete, no violations, # H-tree levels 1, fin crit share 96.5%, synth warn 1, measured slew at the worst slew-check pin 371 ps, site row count 23, Final Max-Slew Violation Tally 0, Die X 85 microns, largest buffer count on any clock path 2, peak supply drop 157 uV, critical path type reg2out, TritonCTS buffer count 3, Yosys top cell by area dfrtp_1, Mapped Avg Cell Area 8.74 sq um, DR DRC count 0, Post-CTS Hold Fix Bufs 0, gr usage total 4.45%, hold crit path type in2async, Post-synth seq share 37.4%, Clock Latency Late Sink 240 ps, unrepaired setup endpoints after global routing false, WP data required 1680 ps, Ant. Diodes 0, Setup TNS 0 ps, GP Congestion 0.849, Setup Skew 8.96 ps, Post-Synthesis Cells 77, Initial Utilization 16.6%, Async SR Flop Fraction 100%, # Cells Yosys 77, layout cells sized above 1 25.3%, relative slew slack 74.6%, Ports 14, Setup violations, final 0, top cells by area dfrtp_1 33%, dfstp_2 3.9%, nor2_1 3.9%, R2R cell count 5, highest clock rate 493 MHz, vias in the first global route 587, R2R Path Start count[1]$_DFFE_PP0P_, Yosys chip area 673 sq um, MaxCap Viol Count 0, grt ovf 0, Core Util, Final 22.3%, antenna violations before repair 0, Pwr Density 447 nW/um^2, router iterations before antenna repair 4, WL per Instance 12.2 microns, nature of the critical path startpoint register, CP max FO 4, PortBufs 13, tool warnings 26, ys flop type dfrtp_1, hpwl dp 1180 microns
Yosys cell counts, drive strengths merged, types with 2 or more instances:
| cell | instances |
|---|---|
| o31ai | 2 |
| or3 | 3 |
| a21oi | 5 |
| buf | 2 |
| inv | 6 |
| o21ai | 5 |
| clkbuf | 7 |
| dfrtp | 9 |
| ha | 2 |
| or4 | 2 |
| nor2 | 9 |
| nor3 | 5 |
| nand2 | 5 |
| nand2b | 2 |
metal layers:
metal / global-route usage (%) / part of all wire (%) / up-vias
met5: 0 / 0 / -
met4: 0.749 / 0.70 / 0
met3: 2.22 / 9.4 / 2
met2: 6.74 / 42 / 20
met1: 5.64 / 48 / 291
li1: - / - / 291
cell type report:
type | count | area (sq um)
multi-input combinational | 51 | 333
clock buffer | 4 | 45.0
tap | 50 | 62.6
timing repair buffer | 20 | 188
fill | 426 | 3150
sequential | 10 | 255
inverter | 6 | 22.5
through the flow:
stage | cell area, sq um | hold slack [ps] | std cells | worst slack, ps
after floorplan | 673 | 259 | 77 | 625
after global placement | 805 | 505 | 131 | 183
after detailed placement | 805 | 526 | 131 | 163
after CTS | 886 | 473 | 139 | 8.84
after global routing | 906 | 494 | 141 | 10.5
final | 906 | 465 | 141 | 73.4
where the power goes:
part | internal (mW) | switching, mW
sequential | 0.193 | 0
clock | 0.133 | 0.0730
combinational | 0.00172 | 0.00399
cell usage in the layout (no fill, tap or decap), drive strengths merged, types with 3 or more instances in the layout:
master and n:
a21oi 5, buf 7, clkbuf 4, clkdlybuf4s50 11, dfrtp 9, inv 6, nand2 5, nor2 9
nor3 5, o21ai 5, or3 3
logic make-up after synthesis:
| kind of cell | after synthesis | share of synthesized area (%) |
|---|---|---|
| AND/OR/NAND/NOR | 30 | 25.7 |
| flip-flops | 10 | 37.4 |
| multiplexers | 1 | 1.49 |
| AND-OR/OR-AND | 18 | 18.2 |
| adder cells (fa/ha/maj) | 2 | 3.72 |
| buffers and inverters | 16 | 13.6 |
worst max-delay path by stage:
stage,slack [ps],depth (start not counted),to,startpoint
4_1_cts,9,2,light_S[2],ps[2]$_DFF_PP0_
5_1_grt,10,3,light_MT[2],ps[4]$_DFF_PP0_
6_report,70,3,light_MT[2],ps[4]$_DFF_PP0_
state kept, by name (all words and copies together), names as in the netlist:
| register | flops |
|---|---|
| count | 4 |
| ps | 6 |
worst max-delay path, stage by stage, from the launching register on:
cell and delay, ps:
dfrtp_1 400, or2_4 260, or3_1 310, clkdlybuf4s50_1 410
timing repair:
item,CTS,global route
gates cloned,0,0
gates resized,4,2
setup endpoints to repair,3,3
setup buffers,4,2
pin swaps,0,1
Power and IR drop assume default switching activity.
